==> flow/design.v <==
`timescale 1ns / 1ps
module RegisterFile (
	input wire[3:0] RS,
	input wire[3:0] RT,
	input wire[3:0] RD,
	input wire [23:0] WriteData,
	input RegWrite,
	input Clock,
	output [23:0] ReadRS,
	output [23:0] ReadRT
);
reg[23:0] Register[15:0];
assign zero  = Register[4'b0000];
assign r1	 = Register[4'b0001];
assign r2	 = Register[4'b0010];
assign r3	 = Register[4'b0011];
assign r4	 = Register[4'b0100];
assign r5	 = Register[4'b0101];
assign r6	 = Register[4'b0110];
assign r7	 = Register[4'b0111];
assign r8	 = Register[4'b1000];
assign r9	 = Register[4'b1001];
assign r10	 = Register[4'b1010];
assign r11	 = Register[4'b1011];
assign r12	 = Register[4'b1100];
assign r13	 = Register[4'b1101];
assign r14	 = Register[4'b1110];
assign r15	 = Register[4'b1111];
reg[47:0] MULREG;
always @ (posedge Clock)
begin
	if(RegWrite)
	begin
		Register[RD] <= WriteData;
	end
end
assign ReadRS = Register[RS]; 
assign ReadRT = Register[RT]; 
endmodule
==> flow/run.sh <==
#!/bin/bash
# OpenROAD 26Q1-2900-gdf79404cd8, Yosys 0.63+post, stock flow scripts
make -C /OpenROAD-flow-scripts/flow DESIGN_CONFIG=/design/flow/config.mk WORK_HOME=/design/flow/orfs finish
==> flow/config.mk <==
export PLATFORM = sky130hd
export DESIGN_NAME = RegisterFile
export DESIGN_NICKNAME = RegisterFile
export VERILOG_FILES = /design/flow/design.v
export SDC_FILE = /design/flow/constraint.sdc
export NUM_CORES = 4
export LEC_CHECK = 1
export CORE_UTILIZATION = 30
==> flow/constraint.sdc <==
current_design RegisterFile

set clk_period 6.4
set clk_io_pct 0.2

create_clock -name clk0 -period $clk_period [get_ports {Clock}]

set non_clock_inputs [all_inputs -no_clocks]
set_input_delay [expr $clk_period * $clk_io_pct] -clock clk0 $non_clock_inputs
set_output_delay [expr $clk_period * $clk_io_pct] -clock clk0 [all_outputs]
==> ci_impl_report.md <==
## PnR job results

| Metric | Value |
|---|---|
| Status | `finished clean` |
| Number of cells in Yosys stat | `817` |
| Fin. max-slew vios | `0` |
| Clock share of power | `between 40% and 50%` |
| WL/cell | `26.7 um` |
| Crit-path cells | `clkdlybuf4s50_1, nor2b_4, buf_4, a22oi_1, nand2_1, clkdlybuf4s50_1` |
| CTS tree | `built` |
| Synthesis area per yosys | `17300 sq um` |
| Vias | `roughly 9100` |
| Power Internal | `0.00448 W` |
| Critical Path Start Type | `input pin` |
| Initial detailed-routing violation count | `494` |
| Vias in the first global route | `10284` |
| Peak supply drop | `between 150 and 200 uV` |
| Post-CTS Setup Bufs | `0` |
| Largest Register | `Register` |
| Max reg flops | `384` |
| CP endpoint kind | `primary output` |
| Cell at the root of the clock tree | `clkbuf_16` |
| Pin count of the biggest net entering global routing | `~59` |
| Crit path time final | `~5.0 ns` |
| Yosys reg bits | `384` |
| TritonCTS Buffers | `between 40 and 50` |
| I/O Buffers | `approximately 85` |
| PostCTS Resize Cnt | `0` |
| Seq share, synth | `66.8%` |
| Chip area | `58500 sq um` |
| IO Count | `86` |
| CP bufs+invs | `3` |
| First-pass GRT wire length | `around 66 mm` |
| Critical path type | `input pin to primary output` |
| Sw power | `0.00121 W` |
| Combinational share of power | `between 8 and 9%` |
| Detailed Route WL | `about 45 mm` |
| Final setup fails | `0` |
| Setup TNS after final layout | `0 ns` |
| Ys Warns | `17` |
| Hold Path Stages | `1` |
| Worst-path clk slew | `approximately 0.060 ns` |
| Total track usage | `roughly 17%` |
| Synthesized area | `roughly 17000 sq um` |
| Worst Hold Class | `input pin to register` |
| Distinct lib cells | `15` |
| Via-per-instance ratio | `around 5.4` |
| Gate Area | `5530 sq um` |
| Delay-heaviest family, CP | `buffers and inverters` |
| Ant diodes | `0` |
| Site row count | `approximately 87` |
| Antenna violations before repair | `1` |
| Max capacitance violation total | `0` |
| Critical Path RT | `about 5 ns` |
| Slowest library cell on the worst path | `nor2b_4` |
| Final tally of hold violations | `0` |
| Switching Fraction | `between 20% and 30%` |
| CTS Hold Bufs | `0` |
| WP depth | `6` |
| Chip Height | `around 240 um` |
| Post-route ant nets | `0` |
| Max FO, Critical Path | `18` |
| Tool Warnings | `25` |
| Least-Margin Pin Slew | `between 0.8 and 0.9 ns` |
| Power per cell area | `278 nW/um^2` |
| Post-route DRC | `0` |
| CP endpoint | `ReadRS[4]` |
| GP Congestion | `between 0.8 and 0.9` |
| CORE AREA | `56600 sq um` |
| CP arrival | `approximately 3.7 ns` |
| Synthesized area per cell | `around 21 sq um` |
| FP Util | `30.5%` |
| Biggest regs | `Register x384` |
| Leakage | `approximately 6.3 nW` |
| Hpwl dp | `about 26 mm` |
| H-tree levels | `2` |
| Area grow syn2layout | `18.6%` |
| RSZ-0062 raised after global routing | `false` |
| Clk sink count | `384` |
| Total power | `0.00569 W` |
| Sequential cell area | `between 10000 and 15000 sq um` |
| Number of fill cells | `around 5200` |
| Rel. slew slack | `42.2%` |
| Fin util | `a little over a third` |
| Critical Path Most Common Cell | `clkdlybuf4s50_1` |
| Synthesized instance count | `roughly 800` |
| DRT Pass-1 Iters | `4` |
| Worst hold slack | `1.66 ns` |
| CP startpoint | `RS[3]` |
| Critical Path Max Stage Delay | `around 0.74 ns` |
| Seq pwr share | `between 40% and 50%` |
| Die span in x | `roughly 240 um` |
| Grt ovf | `0` |
| Cycle use final | `between 70 and 80%` |
| Max Freq | `200 MHz` |
| Worst-case clock buffer depth | `3` |
| Layout cells sized above 1 | `32.8%` |
-- per-stage QoR --
step           worst slack [ns]  cells  cell area (sq um)
3_3_place_gp               1.41   1626              19100
2_1_floorplan              2.50    817              17300
6_report                   1.39   1697              20500
3_5_place_dp               1.42   1626              19100
4_1_cts                    1.42   1697              20500
5_1_grt                    1.33   1697              20500
-- how the worst min path moves through the flow --
stage | from | to
final | WriteData[13] | Register[1][13]
after global routing | WriteData[13] | Register[0][13]
after CTS | WriteData[13] | Register[13][13]
-- Yosys cell counts --
library cell / n / area share [%]
edfxtp_1: 384 / 67
nand2b_1: 2 / 0.072
or3b_2: 1 / 0.051
buf_2: 21 / 0.61
buf_6: 10 / 0.65
nand3b_1: 2 / 0.087
a22oi_1: 96 / 4.2
and2_1: 2 / 0.072
nor2_1: 14 / 0.30
mux4_2: 192 / 25
nand2_1: 49 / 1.1
nor2b_1: 4 / 0.14
nand3_1: 1 / 0.029
clkbuf_1: 35 / 0.76
nor3_1: 4 / 0.12
-- cell families (layout without fill, tap and decap cells) --
kind of cell / count (synthesis) / count (layout) / synth area share, %
buffers and inverters: 66 / 190 / 2.02
AOI/OAI and AO/OA: 96 / 96 / 4.18
muxes: 192 / 192 / 25.1
and+or+nand+nor: 79 / 79 / 1.94
DFF: 384 / 384 / 66.8
-- cells in the final DEF (no fill, tap or decap), drive strengths merged --
cell type,n
mux4,192
nand3,1
clkinvlp,1
edfxtp,384
clkbuf,45
nand2b,2
a22oi,96
nand3b,2
buf,38
clkinv,17
inv,2
nor2,14
or3b,1
nand2,49
nor2b,4
bufinv,6
and2,2
nor3,4
clkdlybuf4s50,81
-- power groups by stage --
stage | sequential, W | combinational [W] | clock, W
finish | 0.00284 | 0.000500 | 0.00235
CTS | 0.00284 | 0.000510 | 0.00241
global route | 0.00285 | 0.000538 | 0.00250
-- layout make-up --
cell class              count  area share [%]
well taps                 756            4.62
clock buffers              45            5.09
flip-flops and latches    384            56.3
clock inverters            26            1.37
multi-input cells         367            27.0
repair buffers            119            5.57
-- layer usage --
metal | vias up | GRT usage [%] | part of all wire, %
met4 | 2 | 2.38 | 1.6
met2 | 594 | 26.4 | 50
met3 | 52 | 11.2 | 15
met5 | - | 0.327 | 0.026
li1 | 3795 | - | -
met1 | 4689 | 19.7 | 34
Power figures rest on the tool's default switching activity, not on a simulated workload.
